$ cat config.mk
export PLATFORM = sky130hd
export DESIGN_NAME = widthDet
export DESIGN_NICKNAME = widthDet
export VERILOG_FILES = /design/flow/design.v
export SDC_FILE = /design/flow/constraint.sdc
export NUM_CORES = 4
export LEC_CHECK = 1
export CORE_UTILIZATION = 30
$ cat constraint.sdc
current_design widthDet

set clk_period 2.9
set clk_io_pct 0.2

create_clock -name clk0 -period $clk_period [get_ports {clk}]

set non_clock_inputs [all_inputs -no_clocks]
set_input_delay [expr $clk_period * $clk_io_pct] -clock clk0 $non_clock_inputs
set_output_delay [expr $clk_period * $clk_io_pct] -clock clk0 [all_outputs]
$ cat design.v
module widthDet(vin, reset, clk, out);
input vin;
input clk;
input reset;
output [12:0] out;
reg [12:0] out;
reg [12:0] width;
reg [6:0] counter;
reg state;
reg next_state;
parameter IDLE = 0;
parameter COUNT = 1;
always @(posedge clk) begin
    if(reset) begin
        state <= IDLE;
        counter <= 1;
        width <=0;
        out <= 300;
	next_state <= IDLE;
    end
    else if(counter == 99) begin
        counter <= 0;
        case(state)
            IDLE: begin
                if (vin == 1'b1) begin
                    state <= COUNT;
                    width = 1;
                end
	    end
            COUNT: begin
                if(vin == 1'b1)
                    width <= width + 1;
                else begin
                    state <= IDLE;
                    out <= width;
                end
	    end
            default: begin
                state <= IDLE;
                counter <= 1;
                width <= 0;
                out <= 300;
            end
        endcase
    end
    else begin
	counter <= counter + 1;
end
end
endmodule
$ cat run.sh
#!/bin/bash
# OpenROAD 26Q1-2900-gdf79404cd8, Yosys 0.63+post, stock flow scripts
make -C /OpenROAD-flow-scripts/flow DESIGN_CONFIG=/design/flow/config.mk WORK_HOME=/design/flow/orfs finish
==> reports/metrics.cfg <==
[logic_synthesis]
netlist_top_cells_count=34 x dfxtp_1, 27 x nor2_1, 11 x nand3_1
synth_flop_count=34
ys_cells=154
synthArstFlopShare=0
flop_cell=dfxtp_1
top_cell_area_share=0.477
synth_cell_types=30
yosys_warnings=1
most_common_cell=dfxtp_1
edf_count=0
yosysTopAreaCell=dfxtp_1
topCellsByArea=dfxtp_1 48%, nor2_1 7.1%, mux2i_1 6.3%, xnor2_1 4.9%, nand3_1 3.9%
synth.avg_cell_area_sq_um=9.27
synth.cell_area_sq_um=1430
ys_chip_area_sq_um=1430
synthCells=154
yosysSeqAreaShare=0.477

[route]
via_per_inst=4.89
met1_length_um=1230
vias=1111
wl_met3_um=91
wl_per_cell_um=11.1
drcViolationCount=0
drt_iter0_markers=77
firstDrtPassIters=10
route.final.wire_length_um=2510
wl_met2_um=1130
antenna-diode-count=0
antenna_left=0
dr.max_layer_used=met4

[critical_path]
cp_max_fo=11
cp.required_ns=3.12
endpoint_kind=register
cp.arrival_ns=2.50
path_class=register to register
start_kind=register

[sta]
final-setup-viol-count=0
maxSlewHeadroom=0.714
period_used_share=0.788
tightest_slew_ns=0.423
slew_viol_final=0
fin_crit_ns=2.28
fin_setup_tns_ns=0
rsz0062_at_grt=no
hold_slack_ns=0.496
hold_viol=0
max_freq_mhz=438
finClkSkew_ns=0.00331

[cells_and_area]
syn_to_final_growth_pct=21.4
drive_gt1_frac=0.0800
nFillCells=452

[worst_hold_path]
hold_class=register to register

[floorplan]
fp-row-count=24
dieWidth_um=71.0
fp.coreArea_sq_um=4470
die_h_um=71.0
die_area_sq_um=5040
io_pins=16
initCoreUtil=0.319

[global_routing]
antenna_found_initial=0
grt_start_max_net_pins=18
grt_pass1_wl_um=4420
overflow=0
track_usage=0.109
first_global_vias=1037

[power_and_ir_drop]
p_leak_uw=0.000573
power_frac_comb=0.031
swShare=0.207
p_int_uw=675
ir_drop_mv=0.274
clockPowerShare=0.408
p_switching_uw=177
p_per_area_nw_per_um2=492
p_seq_frac=0.562

[run_status]
status=completed

[clock_network]
cts_setup_buffers=0
cts_resized=0
cts_buffers=5
clkTransAtPathRegs_ns=0.06
cts.sinks=34
cts_buffer_depth=2
cts.root.buffer_cell=clkbuf_8
cts_tree=yes
worst_skew_pair.late_latency_ns=0.28
hold_buffers=0
htree_levels=2

[run]
warning_count=25
maxCapViolCount=0

[place]
io_buffers=15
gp_congestion=0.814
dp_hpwl_um=1810

flip-flops by register name (all words and copies together), names as in the netlist:
| signal | flops |
|---|---|
| out | 13 |
| width | 13 |
| counter | 7 |
| state | 1 |
layout by cell type, fill, tap and decap left out, drive strengths merged, types with 5 or more instances in the layout:
| cell type | instances |
|---|---|
| a21oi | 6 |
| clkbuf | 7 |
| clkdlybuf4s50 | 15 |
| dfxtp | 34 |
| mux2i | 9 |
| nand2 | 8 |
| nand3 | 11 |
| nor2 | 27 |
| o21ai | 5 |
| xnor2 | 8 |
metrics by stage:
stage          setup slack [ns]  instances   util  total power (uW)  instance area, sq um
3_3_place_gp              0.533        219  0.367               515                  1640
5_1_grt                   0.503        227  0.387               890                  1730
4_1_cts                   0.603        227  0.387               863                  1730
3_5_place_dp              0.519        219  0.367               515                  1640
2_1_floorplan             0.927        154      -               506                  1430
6_report                  0.615        227  0.387               852                  1730
worst paths after layout:
check	startpoint	end	slack [ns]	depth (start not counted)
hold reg to reg	out[1]	out[1]	0.50	2
setup reg to reg	counter[2]	width[10]	0.62	4
setup / recovery	counter[2]	width[10]	0.62	4
hold / removal	out[1]	out[1]	0.50	2
power by group through the flow:
stage,Clock (uW),Combinational (uW),Sequential (uW)
after CTS,358,26.8,478
final,347,26.0,479
after global routing,381,30.2,479
cell families (layout without fill, tap and decap cells):
| kind of cell | count (synthesis) | in the layout | share of synthesized area |
|---|---|---|---|
| simple gates | 72 | 72 | 0.268 |
| fa+ha+maj | 2 | 2 | 0.0175 |
| buf+inv | 8 | 29 | 0.0272 |
| xor+xnor | 12 | 12 | 0.0736 |
| compound gates | 17 | 17 | 0.0736 |
| mux | 9 | 9 | 0.0631 |
| flops | 34 | 34 | 0.477 |
layer usage:
layer,GRT usage,vias up
met5,0,-
met4,0.0289,0
met3,0.0246,7
met2,0.171,24
met1,0.158,504
li1,-,576
critical path, stage by stage (launching register included):
cell and delay (ns):
dfxtp_1 0.36, or4b_1 0.72, or4_4 0.63, or3_1 0.37, a21oi_1 0.14
final cells by class:
type / count / area (sq um) / area share
clock buffer: 7 / 86.3 / 0.0498
sequential: 34 / 681 / 0.393
inverter: 2 / 7.51 / 0.00433
tap: 52 / 65.1 / 0.0375
multi-input combinational: 112 / 708 / 0.409
timing repair buffer: 19 / 180 / 0.104
clock inverter: 1 / 5.00 / 0.00289
Power and IR drop assume default switching activity.
