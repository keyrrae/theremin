## flow/config.mk

```make
export PLATFORM = sky130hd
export DESIGN_NAME = DDS
export DESIGN_NICKNAME = DDS
export VERILOG_FILES = /design/flow/design.v
export SDC_FILE = /design/flow/constraint.sdc
export NUM_CORES = 4
export LEC_CHECK = 1
export CORE_UTILIZATION = 50
```

## flow/design.v

```verilog
module DDS (clock, reset, tuningWord, scale, sine_out,pwm_out);
input clock, reset;
input [31:0] tuningWord;
input [7:0]  scale;
wire [15:0] lookup;
reg [10:0] counter;
reg signed[31:0] buffer;
output reg pwm_out;
output wire [10:0] sine_out;
reg [31:0]	accumulator;
always@(posedge clock) begin
if(reset) begin
counter <=0;
pwm_out <=1;
accumulator <= 0;
end
else if(counter == 0) begin
pwm_out <= 1;
counter <= counter + 1;
accumulator <= accumulator + tuningWord;
end
else begin
if(counter > sine_out)
	pwm_out <=0;
counter <= counter + 1;
end
end
always@(*) begin
	buffer = (lookup * scale) >> 13;
end
sync_rom sineTable(clock, accumulator[31:24], lookup);
assign sine_out = buffer; 
endmodule
module sync_rom (clock, address, sine);
input clock;
input [7:0] address;
output [15:0] sine;
reg [15:0] sine;
always@(posedge clock)
begin
    case(address)
	  				8'h0: sine = 16'h7fff;
		8'h1: sine = 16'h8323;
		8'h2: sine = 16'h8646;
		8'h3: sine = 16'h8969;
		8'h4: sine = 16'h8c8a;
		8'h5: sine = 16'h8faa;
		8'h6: sine = 16'h92c6;
		8'h7: sine = 16'h95e0;
		8'h8: sine = 16'h98f7;
		8'h9: sine = 16'h9c0a;
		8'ha: sine = 16'h9f18;
		8'hb: sine = 16'ha222;
		8'hc: sine = 16'ha526;
		8'hd: sine = 16'ha825;
		8'he: sine = 16'hab1d;
		8'hf: sine = 16'hae0f;
		8'h10: sine = 16'hb0fa;
		8'h11: sine = 16'hb3dd;
		8'h12: sine = 16'hb6b8;
		8'h13: sine = 16'hb98b;
		8'h14: sine = 16'hbc55;
		8'h15: sine = 16'hbf15;
		8'h16: sine = 16'hc1cc;
		8'h17: sine = 16'hc479;
		8'h18: sine = 16'hc71b;
		8'h19: sine = 16'hc9b2;
		8'h1a: sine = 16'hcc3e;
		8'h1b: sine = 16'hcebe;
		8'h1c: sine = 16'hd132;
		8'h1d: sine = 16'hd399;
		8'h1e: sine = 16'hd5f3;
		8'h1f: sine = 16'hd841;
		8'h20: sine = 16'hda80;
		8'h21: sine = 16'hdcb2;
		8'h22: sine = 16'hded5;
		8'h23: sine = 16'he0ea;
		8'h24: sine = 16'he2f0;
		8'h25: sine = 16'he4e6;
		8'h26: sine = 16'he6cd;
		8'h27: sine = 16'he8a4;
		8'h28: sine = 16'hea6b;
		8'h29: sine = 16'hec22;
		8'h2a: sine = 16'hedc8;
		8'h2b: sine = 16'hef5d;
		8'h2c: sine = 16'hf0e0;
		8'h2d: sine = 16'hf253;
		8'h2e: sine = 16'hf3b4;
		8'h2f: sine = 16'hf502;
		8'h30: sine = 16'hf63f;
		8'h31: sine = 16'hf76a;
		8'h32: sine = 16'hf882;
		8'h33: sine = 16'hf988;
		8'h34: sine = 16'hfa7b;
		8'h35: sine = 16'hfb5b;
		8'h36: sine = 16'hfc28;
		8'h37: sine = 16'hfce1;
		8'h38: sine = 16'hfd88;
		8'h39: sine = 16'hfe1b;
		8'h3a: sine = 16'hfe9b;
		8'h3b: sine = 16'hff07;
		8'h3c: sine = 16'hff60;
		8'h3d: sine = 16'hffa5;
		8'h3e: sine = 16'hffd6;
		8'h3f: sine = 16'hfff4;
		8'h40: sine = 16'hfffe;
		8'h41: sine = 16'hfff4;
		8'h42: sine = 16'hffd6;
		8'h43: sine = 16'hffa5;
		8'h44: sine = 16'hff60;
		8'h45: sine = 16'hff07;
		8'h46: sine = 16'hfe9b;
		8'h47: sine = 16'hfe1b;
		8'h48: sine = 16'hfd88;
		8'h49: sine = 16'hfce1;
		8'h4a: sine = 16'hfc28;
		8'h4b: sine = 16'hfb5b;
		8'h4c: sine = 16'hfa7b;
		8'h4d: sine = 16'hf988;
		8'h4e: sine = 16'hf882;
		8'h4f: sine = 16'hf76a;
		8'h50: sine = 16'hf63f;
		8'h51: sine = 16'hf502;
		8'h52: sine = 16'hf3b4;
		8'h53: sine = 16'hf253;
		8'h54: sine = 16'hf0e0;
		8'h55: sine = 16'hef5d;
		8'h56: sine = 16'hedc8;
		8'h57: sine = 16'hec22;
		8'h58: sine = 16'hea6b;
		8'h59: sine = 16'he8a4;
		8'h5a: sine = 16'he6cd;
		8'h5b: sine = 16'he4e6;
		8'h5c: sine = 16'he2f0;
		8'h5d: sine = 16'he0ea;
		8'h5e: sine = 16'hded5;
		8'h5f: sine = 16'hdcb2;
		8'h60: sine = 16'hda80;
		8'h61: sine = 16'hd841;
		8'h62: sine = 16'hd5f3;
		8'h63: sine = 16'hd399;
		8'h64: sine = 16'hd132;
		8'h65: sine = 16'hcebe;
		8'h66: sine = 16'hcc3e;
		8'h67: sine = 16'hc9b2;
		8'h68: sine = 16'hc71b;
		8'h69: sine = 16'hc479;
		8'h6a: sine = 16'hc1cc;
		8'h6b: sine = 16'hbf15;
		8'h6c: sine = 16'hbc55;
		8'h6d: sine = 16'hb98b;
		8'h6e: sine = 16'hb6b8;
		8'h6f: sine = 16'hb3dd;
		8'h70: sine = 16'hb0fa;
		8'h71: sine = 16'hae0f;
		8'h72: sine = 16'hab1d;
		8'h73: sine = 16'ha825;
		8'h74: sine = 16'ha526;
		8'h75: sine = 16'ha222;
		8'h76: sine = 16'h9f18;
		8'h77: sine = 16'h9c0a;
		8'h78: sine = 16'h98f7;
		8'h79: sine = 16'h95e0;
		8'h7a: sine = 16'h92c6;
		8'h7b: sine = 16'h8faa;
		8'h7c: sine = 16'h8c8a;
		8'h7d: sine = 16'h8969;
		8'h7e: sine = 16'h8646;
		8'h7f: sine = 16'h8323;
		8'h80: sine = 16'h7fff;
		8'h81: sine = 16'h7cda;
		8'h82: sine = 16'h79b7;
		8'h83: sine = 16'h7694;
		8'h84: sine = 16'h7373;
		8'h85: sine = 16'h7053;
		8'h86: sine = 16'h6d37;
		8'h87: sine = 16'h6a1d;
		8'h88: sine = 16'h6706;
		8'h89: sine = 16'h63f3;
		8'h8a: sine = 16'h60e5;
		8'h8b: sine = 16'h5ddb;
		8'h8c: sine = 16'h5ad7;
		8'h8d: sine = 16'h57d8;
		8'h8e: sine = 16'h54e0;
		8'h8f: sine = 16'h51ee;
		8'h90: sine = 16'h4f03;
		8'h91: sine = 16'h4c20;
		8'h92: sine = 16'h4945;
		8'h93: sine = 16'h4672;
		8'h94: sine = 16'h43a8;
		8'h95: sine = 16'h40e8;
		8'h96: sine = 16'h3e31;
		8'h97: sine = 16'h3b84;
		8'h98: sine = 16'h38e2;
		8'h99: sine = 16'h364b;
		8'h9a: sine = 16'h33bf;
		8'h9b: sine = 16'h313f;
		8'h9c: sine = 16'h2ecb;
		8'h9d: sine = 16'h2c64;
		8'h9e: sine = 16'h2a0a;
		8'h9f: sine = 16'h27bc;
		8'ha0: sine = 16'h257d;
		8'ha1: sine = 16'h234b;
		8'ha2: sine = 16'h2128;
		8'ha3: sine = 16'h1f13;
		8'ha4: sine = 16'h1d0d;
		8'ha5: sine = 16'h1b17;
		8'ha6: sine = 16'h1930;
		8'ha7: sine = 16'h1759;
		8'ha8: sine = 16'h1592;
		8'ha9: sine = 16'h13db;
		8'haa: sine = 16'h1235;
		8'hab: sine = 16'h10a0;
		8'hac: sine = 16'hf1d;
		8'had: sine = 16'hdaa;
		8'hae: sine = 16'hc49;
		8'haf: sine = 16'hafb;
		8'hb0: sine = 16'h9be;
		8'hb1: sine = 16'h893;
		8'hb2: sine = 16'h77b;
		8'hb3: sine = 16'h675;
		8'hb4: sine = 16'h582;
		8'hb5: sine = 16'h4a2;
		8'hb6: sine = 16'h3d5;
		8'hb7: sine = 16'h31c;
		8'hb8: sine = 16'h275;
		8'hb9: sine = 16'h1e2;
		8'hba: sine = 16'h162;
		8'hbb: sine = 16'hf6;
		8'hbc: sine = 16'h9d;
		8'hbd: sine = 16'h58;
		8'hbe: sine = 16'h27;
		8'hbf: sine = 16'h9;
		8'hc0: sine = 16'h0;
		8'hc1: sine = 16'h9;
		8'hc2: sine = 16'h27;
		8'hc3: sine = 16'h58;
		8'hc4: sine = 16'h9d;
		8'hc5: sine = 16'hf6;
		8'hc6: sine = 16'h162;
		8'hc7: sine = 16'h1e2;
		8'hc8: sine = 16'h275;
		8'hc9: sine = 16'h31c;
		8'hca: sine = 16'h3d5;
		8'hcb: sine = 16'h4a2;
		8'hcc: sine = 16'h582;
		8'hcd: sine = 16'h675;
		8'hce: sine = 16'h77b;
		8'hcf: sine = 16'h893;
		8'hd0: sine = 16'h9be;
		8'hd1: sine = 16'hafb;
		8'hd2: sine = 16'hc49;
		8'hd3: sine = 16'hdaa;
		8'hd4: sine = 16'hf1d;
		8'hd5: sine = 16'h10a0;
		8'hd6: sine = 16'h1235;
		8'hd7: sine = 16'h13db;
		8'hd8: sine = 16'h1592;
		8'hd9: sine = 16'h1759;
		8'hda: sine = 16'h1930;
		8'hdb: sine = 16'h1b17;
		8'hdc: sine = 16'h1d0d;
		8'hdd: sine = 16'h1f13;
		8'hde: sine = 16'h2128;
		8'hdf: sine = 16'h234b;
		8'he0: sine = 16'h257d;
		8'he1: sine = 16'h27bc;
		8'he2: sine = 16'h2a0a;
		8'he3: sine = 16'h2c64;
		8'he4: sine = 16'h2ecb;
		8'he5: sine = 16'h313f;
		8'he6: sine = 16'h33bf;
		8'he7: sine = 16'h364b;
		8'he8: sine = 16'h38e2;
		8'he9: sine = 16'h3b84;
		8'hea: sine = 16'h3e31;
		8'heb: sine = 16'h40e8;
		8'hec: sine = 16'h43a8;
		8'hed: sine = 16'h4672;
		8'hee: sine = 16'h4945;
		8'hef: sine = 16'h4c20;
		8'hf0: sine = 16'h4f03;
		8'hf1: sine = 16'h51ee;
		8'hf2: sine = 16'h54e0;
		8'hf3: sine = 16'h57d8;
		8'hf4: sine = 16'h5ad7;
		8'hf5: sine = 16'h5ddb;
		8'hf6: sine = 16'h60e5;
		8'hf7: sine = 16'h63f3;
		8'hf8: sine = 16'h6706;
		8'hf9: sine = 16'h6a1d;
		8'hfa: sine = 16'h6d37;
		8'hfb: sine = 16'h7053;
		8'hfc: sine = 16'h7373;
		8'hfd: sine = 16'h7694;
		8'hfe: sine = 16'h79b7;
		8'hff: sine = 16'h7cda;
	endcase
end
endmodule
```

## flow/run.sh

```bash
#!/bin/bash
# OpenROAD 26Q1-2900-gdf79404cd8, Yosys 0.63+post, stock flow scripts
make -C /OpenROAD-flow-scripts/flow DESIGN_CONFIG=/design/flow/config.mk WORK_HOME=/design/flow/orfs finish
```

## flow/constraint.sdc

```tcl
current_design DDS

set clk_period 13.9
set clk_io_pct 0.2

create_clock -name clk0 -period $clk_period [get_ports {clock}]

set non_clock_inputs [all_inputs -no_clocks]
set_input_delay [expr $clk_period * $clk_io_pct] -clock clk0 $non_clock_inputs
set_output_delay [expr $clk_period * $clk_io_pct] -clock clk0 [all_outputs]
```

==> flow_metrics.rpt <==
RUN METRICS
----------------------------------------------------
[Status]
  Status ........................ complete, no violations

[Clock tree]
  Number of clock sinks seen by CTS ........................ 60
  Clock transition at path regs ........................ 0.06 ns
  Insertion delay of the later-clocked pin in the worst-skew pair ........................ 0.34 ns
  Root buffer selected by CTS ........................ clkbuf_16
  CTS HTree Levels ........................ 3
  Count of cells resized by post-cts repair ........................ 0
  Hold buffers post-CTS ........................ 0
  Setup repair bufs after CTS ........................ 0
  Total clock buffers created by CTS ........................ 9
  Max Root-Sink Buffers ........................ 2
  Clock tree from TritonCTS ........................ yes

[Yosys]
  Cell count in the Yosys report ........................ 1635
  Fraction of synthesized cell area taken by the top area cell type ........................ 0.145
  Warnings, synthesis ........................ 2
  Most common library cells after synthesis ........................ 210 x nand2_1, 173 x a21oi_1, 111 x nor2_1, 108 x o21ai_0, 107 x inv_1
  Prevailing post-synth register cell ........................ dfxtp_1
  Summed instance area of the synthesized netlist ........................ 11600 um^2
  Count of cell types in the netlist ........................ 75
  Sequential share of the synthesized area ........................ 0.103
  EDFF count, synth ........................ 0
  Yosys reg bits ........................ 60
  Count leader, synth ........................ nand2_1
  Mean Syn Cell Area ........................ 7.11 um^2
  Cell taking the most area after synthesis ........................ fa_1
  Top area cell types ........................ fa_1 14%, ha_1 11%, dfxtp_1 10%, a21oi_1 7.4%, nand2_1 6.8%
  Count of mapped cells out of synthesis ........................ 1635
  FFs w/ async S/R, synth ........................ 0
  Chip Area, Yosys ........................ 11600 um^2

[Final timing]
  Slew HR ........................ 0.400
  Final-layout setup total negative slack ........................ 0 ns
  Max-slew violation count ........................ 0
  Measured slew at the worst slew-check pin ........................ 0.900 ns
  Final setup skew ........................ 0.0157 ns
  Top achievable clock speed ........................ 88.5 MHz
  Share of the clock period used by the worst path ........................ 0.813
  Final hold violation count ........................ 0
  Final setup fails ........................ 0
  Min Tclk post-route ........................ 11.30 ns
  Setup repair after global routing missed its margin ........................ no

[Place]
  Estimated wirelength of the detail-placed design ........................ 27300 um
  Placed instance area ........................ 12200 um^2
  Count of input and output buffers ........................ 53
  Final estimated routing congestion in global placement ........................ 1.04

[Floorplanning]
  Die H ........................ 155 um
  IO Count ........................ 54
  Overall chip area ........................ 23900 um^2
  Area inside the core boundary ........................ 22700 um^2
  Die Width ........................ 155 um
  Floorplan Utilization ........................ 0.512
  FP Rows ........................ 55

[Drt]
  DRC violation count after routing ........................ 0
  Number of DRC markers in iteration 0 ........................ 1204
  WL per Instance ........................ 20.6 um
  Detail-routed via count per cell ........................ 6.38
  Diode insertion count for antenna repair ........................ 0
  DR pass1 iterations ........................ 7
  Total via count after detailed routing ........................ 12000
  Post-detailed-routing wire length ........................ 38900 um
  Antenna Nets Post-Route ........................ 0

[GRT]
  Number of global-route vias before repair ........................ 11300
  Gr busiest metal ........................ met2
  Largest net degree at the start of global routing ........................ 70
  Total routing resource utilization after global routing ........................ 0.338
  Wire length of the first global-routing pass ........................ 61400 um
  GRT met3 Usage ........................ 0.0736
  Met2 capacity usage during global routing ........................ 0.499
  Met1 Usage GRT ........................ 0.495
  Leftover overflow at the end of global routing ........................ 0
  Initial antenna violation count ........................ 1

[Worst setup path]
  Highest net fanout along the worst path ........................ 16
  Startpoint kind of the worst setup timing path ........................ primary input
  Top cell family by delay on the critical path ........................ adder cells
  Critical path start-end classification ........................ primary input to output pin
  Largest stage delay on the critical path ........................ 0.70 ns
  WP data required ........................ 11.12 ns
  Kind of capture point of the worst setup path ........................ output pin
  Worst Path Buf+Inv ........................ 4
  Chain of cells forming the critical path ........................ clkdlybuf4s50_1 > and2_1 > fa_1 > fa_1 > fa_1 > inv_1 > fa_1 > inv_1 > ha_1 > a21oi_1 > o21ai_0 > a32oi_1 > a21oi_1 > a31oi_1 > o21ai_0 > a21oi_1 > o21bai_1 > a21oi_1 > xor2_1 > clkdlybuf4s50_1
  Arrival time at the worst endpoint ........................ 8.52 ns
  Cell type of the slowest stage on the worst timing path ........................ clkdlybuf4s50_1

[Flow run]
  Number of maximum-capacitance constraint violations ........................ 0
  OpenROAD warning count ........................ 38

[Finish]
  Fraction of final layout cells with drive strength greater than 1 ........................ 0.0374
  Area growth from synthesis to final layout ........................ 7.94%
  Area of all placed cells without fillers ........................ 12600 um^2

[Min path]
  Worst hold-check path type ........................ flip-flop to flip-flop

----------------------------------------------------
[registers in the layout (all words and copies together), names as in the netlist]
name and flops:
sineTable.sine 16, pwm_out 1, accumulator 32, counter 11
[cells by family (layout without fill, tap and decap cells)]
family	count (synthesis)	count (layout)	synth area share
DFF	60	60	0.103
muxes	7	7	0.00925
adders and majority gates	185	185	0.253
and+or+nand+nor	595	595	0.246
buffers and inverters	230	199	0.0743
AOI/OAI and AO/OA	507	507	0.276
xor gates and xnor gates	51	51	0.0384
[cells in the final DEF, fill, tap and decap left out, types with 23 or more instances in the layout]
master	Yosys	routed
nand2_1	210	210
a21oi_1	173	173
nor2_1	111	111
o21ai_0	108	108
inv_1	107	107
and2_1	105	105
ha_1	100	100
fa_1	84	84
dfxtp_1	60	55
clkdlybuf4s50_1	0	53
nand3_1	47	47
a31oi_1	31	31
xnor2_1	28	28
nor3_1	27	27
nand2b_1	26	26
o211ai_1	24	24
xor2_1	23	23
[worst reg2reg max path, delay by kind of cell, from the launching register on]
family	cells	cell delay (ns)
fa+ha+maj	6	2.51
compound gates	13	1.91
simple gates	5	0.54
flops	1	0.53
xor+xnor	1	0.18
buf+inv	3	0.16
[per-stage QoR]
step	hold slack [ns]	utilization	instances	worst slack [ns]
final	0.455	0.553	1889	2.60
after CTS	0.457	0.553	1889	2.56
after detailed placement	0.449	0.539	1873	2.60
after global routing	0.477	0.553	1889	2.18
after global placement	0.440	0.539	1873	2.59
after floorplan	0.400	-	1635	4.23
[layer usage]
layer	up-vias	share of wire	wire length, um
li1	5687	-	-
met1	5517	0.42	16200
met2	694	0.43	16600
met3	148	0.11	4320
met4	0	0.045	1770
met5	-	0	0
[final cells by class]
type | count | area [um^2]
Multi-Input combinational cell | 1345 | 9560
Timing Repair Buffer | 74 | 688
Clock buffer | 10 | 250
Tap cell | 285 | 357
Sequential cell | 60 | 1210
Fill cell | 2171 | 10200
Clock inverter | 6 | 70.1
Inverter | 109 | 409
[worst paths after layout]
check	start	to	slack (ns)	cells after the start
min	accumulator[13]	accumulator[13]	0.45	2
min reg2reg	accumulator[13]	accumulator[13]	0.45	2
max	scale[2]	sine_out[10]	2.60	20
max reg2reg	sineTable.sine[6]	pwm_out	8.06	28
